==> design.v <==
module usb_host_trans_receiver #(
  parameter HOST = 0
) (
  input clock,
  input polling_clock,
  input reset,
  input wire [1:0] IDLE_state,
  input wire [1:0] J_state,
  input wire [1:0] K_state,
  input   serial_data_in,
  input   serial_data_in_val,
  input   serial_data_in_last,
  input   serial_data_in_avail,
  output  reg request_serial_data,
  output  reg [3-1:0] request_serial_data_type,
  output  reg serial_data_out,
  output  reg serial_data_out_val,
  output  reg driving_req,
  inout   wire [1:0] usb_signals
);
  reg request_ongoing;
  reg request_ongoing_d1;
  reg request_ongoing_d2;
  reg request_ongoing_d3;
  reg [1:0] response_ongoing;
  reg response_ongoing_d1;
  reg reset_d1;
  reg [3-1:0] output_usb_state;
  reg [3-1:0] output_usb_state_d1 = 0;
  reg [3-1:0] reset_done;
  reg start_of_packet;
  reg start_of_packet_d0;
  reg start_of_packet_d1;
  reg start_of_packet_d2;
  reg start_of_packet_d3;
  reg start_of_packet_d4;
  reg [1:0] j_state;
  reg [1:0] k_state;
  reg [1:0] idle_state;
  reg [1:0] se0 = 2'b0;
  reg [1:0] se1 = 2'b1;
  reg serial_data_out_val_d1;
  reg serial_data_in_val_d1;
  reg serial_data_in_val_d2;
  reg serial_data_in_last_d1;
  reg polling_clock_d1;
  reg skip_read_address;
  reg [1:0] usb_state_prev1;
  reg [1:0] usb_signals_reg;
  parameter USB_TR_STATE_NULL     = 3'h0;
  parameter USB_TR_STATE_TOGGLE   = 3'h1;
  parameter USB_TR_STATE_IDLE     = 3'h2;
  parameter USB_TR_STATE_Z        = 3'h3;
  parameter USB_TR_STATE_RESET    = 3'h4;
  parameter USB_TR_STATE_NOTOGGLE = 3'h5;
  assign driving_req = request_ongoing | request_ongoing_d1 | request_ongoing_d2 | request_ongoing_d3; 
  assign usb_signals = driving_req ? usb_signals_reg : 2'bz;
  always @(*) begin
    j_state     <= J_state;
    k_state     <= K_state;
    idle_state  <= IDLE_state;
  end
  always @(posedge clock) begin
    polling_clock_d1      <= polling_clock;
    serial_data_in_val_d1 <= serial_data_in_val;
    serial_data_in_val_d2 <= serial_data_in_val_d1;
    request_ongoing_d1    <= request_ongoing;
    request_ongoing_d2    <= request_ongoing_d1;
    request_ongoing_d3    <= request_ongoing_d2;
    response_ongoing_d1   <= &response_ongoing;
    serial_data_in_last_d1<= serial_data_in_last;
    reset_d1              <= reset;
    usb_state_prev1       <= usb_signals;     
    start_of_packet_d1    <= start_of_packet_d0;
    start_of_packet_d2    <= start_of_packet_d1;
    start_of_packet_d3    <= start_of_packet_d2;
    start_of_packet_d4    <= start_of_packet_d3;
  end
  always @(*) begin
    start_of_packet_d0 = start_of_packet;
  end
  always @(reset) begin
    if((reset_d1 == 1) & (reset == 0)) begin
      reset_done            =  {3{1'b1}};
    end
  end
  always @(posedge clock) begin
    if(reset) begin
      request_ongoing           = 0;
      response_ongoing          = 2'b0;
      output_usb_state          = USB_TR_STATE_RESET;
      request_serial_data       = 0;
      request_serial_data_type  = 3'h0;
      skip_read_address         = 0;
    end else begin
      if((polling_clock && ~polling_clock_d1) | serial_data_in_avail) begin
        if(~&response_ongoing && ~request_ongoing) begin
          request_serial_data       = 1;
          request_serial_data_type  = 3'h1;
          request_ongoing           = 1;
        end
      end
      if(HOST == 1) begin
        if(~&response_ongoing && ~request_ongoing) begin
          response_ongoing = 2'b11;
        end
      end
      if(request_ongoing_d1) begin
        if(serial_data_in_val) begin
          output_usb_state   = serial_data_in ? USB_TR_STATE_NOTOGGLE : USB_TR_STATE_TOGGLE;
        end else begin
          output_usb_state   = USB_TR_STATE_IDLE;
        end
        if(serial_data_in_last_d1) begin
          case(request_serial_data_type)
          3'h1: begin
            request_serial_data       = 1;
            request_serial_data_type  = serial_data_in_avail ? 
                            3'h4 : 3'h2;
          end
          3'h2:  begin
            request_serial_data       = 1;
            request_serial_data_type  = 3'h3;
            skip_read_address         = 1;
          end
          3'h3: begin
            if(skip_read_address) begin
              skip_read_address = 0;
            end else begin
              request_ongoing      = 0;
              response_ongoing     = 2'b11;
              request_serial_data  = 0;
            end
          end
          3'h4: begin
            if(serial_data_in_avail == 0) begin
              request_ongoing      = 0;
              response_ongoing     = 2'b11;
              request_serial_data  = 0;
            end else begin
              request_serial_data       = 1;
              request_serial_data_type  = 3'h4; 
            end
          end
          3'h5: begin
            request_ongoing      = 0;
            request_serial_data  = 0;
          end
          endcase
        end else begin
          request_serial_data         = 0;
        end
      end else if (response_ongoing_d1) begin
        output_usb_state = USB_TR_STATE_Z;
      end else begin
        output_usb_state = USB_TR_STATE_IDLE;
      end
    end
    output_usb_state_d1   <= output_usb_state;
  end
  always @(posedge clock) begin
      if(reset) begin
        usb_signals_reg = 2'b0;
      end
      case (output_usb_state_d1 & reset_done)
      USB_TR_STATE_IDLE: begin
        if(serial_data_in_val && ~serial_data_in_val_d1) begin
          usb_signals_reg <= k_state;
        end else if(serial_data_in_val_d2 && ~serial_data_in_val_d1) begin
          usb_signals_reg <= 2'b0;
        end else begin
          usb_signals_reg <= idle_state;
        end
      end
      USB_TR_STATE_TOGGLE: begin
        if(usb_signals_reg == j_state) begin
          usb_signals_reg  <= k_state;
        end else if(usb_signals_reg == k_state) begin
          usb_signals_reg  <= j_state;
        end else begin
          usb_signals_reg  <= idle_state;
        end
      end
      USB_TR_STATE_NOTOGGLE: begin
      end
      USB_TR_STATE_Z:begin
        usb_signals_reg    <= 2'bz;
      end
      default: begin
        usb_signals_reg    <= 2'bz;
      end
      endcase
  end
  always @(posedge clock) begin
    if(reset) begin
      serial_data_out <= 0;
      serial_data_out_val <= 0;
    end
    case (usb_signals & response_ongoing)
      k_state, 
      j_state: begin  
        if((usb_state_prev1 == j_state) &&
           (usb_signals     == k_state) &&
           (start_of_packet == 0)
          ) begin
          start_of_packet = 1;
        end else if(start_of_packet) begin  
          if(usb_state_prev1 == usb_signals) begin
            serial_data_out     <= 1;
            serial_data_out_val <= 1;
          end else begin
            serial_data_out     <= 0;
            serial_data_out_val <= 1;
          end
        end  
      end  
      se0: begin  
        start_of_packet = 0;
        serial_data_out_val <= 0;
      end  
      se1: begin  
      end 
      default: begin
        if((start_of_packet    == 0) &&
           (start_of_packet_d1 == 0) &&
           (start_of_packet_d2 == 0) &&
           (start_of_packet_d3 == 0) &&
           (start_of_packet_d4 == 1)
           )  begin
          response_ongoing = 2'b00;
          request_ongoing      = 1;
          request_serial_data <= 1;
          request_serial_data_type <= 3'h5;
        end
      end
    endcase
  end
endmodule
==> run.sh <==
#!/bin/bash
# OpenROAD 26Q1-2900-gdf79404cd8, Yosys 0.63+post, stock flow scripts
make -C /OpenROAD-flow-scripts/flow DESIGN_CONFIG=/design/flow/config.mk WORK_HOME=/design/flow/orfs finish
==> config.mk <==
export PLATFORM = sky130hd
export DESIGN_NAME = usb_host_trans_receiver
export DESIGN_NICKNAME = usb_host_trans_receiver
export VERILOG_FILES = /design/flow/design.v
export SDC_FILE = /design/flow/constraint.sdc
export NUM_CORES = 4
export LEC_CHECK = 1
export CORE_AREA = 10 10 70 70
export DIE_AREA = 0 0 80 80
==> constraint.sdc <==
current_design usb_host_trans_receiver

set clk_period 1.6
set clk_io_pct 0.2

create_clock -name clk0 -period $clk_period [get_ports {clock}]

set non_clock_inputs [all_inputs -no_clocks]
set_input_delay [expr $clk_period * $clk_io_pct] -clock clk0 $non_clock_inputs
set_output_delay [expr $clk_period * $clk_io_pct] -clock clk0 [all_outputs]
==> flow_summary_export.csv <==
group,metric,value,unit
outcome,outcome,"aborted with a tool error",
outcome,stop_stage,"4_1_cts",
outcome,stop_error,"[error] [KeplerFormal.cpp:679] Workflow failed: Iso has multiple drivers: .usb_signals1, place23.X0",
clock_tree,cts_buffers,3,
clock_tree,ctsResizeCount,0,
synthesis,postSynthSeqShare,38.8,%
synthesis,ys_area,644,um2
synthesis,synth.distinct_cells,27,
synthesis,synth_area_leader_cell,"dfxtp_1",
clock_tree,cts_hold_buf,0,
synthesis,yosys_warnings,19,
floorplan,dieWidth,80,um
floorplan,fp_util,18.9,%
placement,gp_congestion,0.731,
synthesis,synth_area,644,um2
floorplan,ios,22,
placement,dp_hpwl,1130,um
placement,port_buffers,11,
clock_tree,post_cts_buffers,0,
synthesis,ys_cells,67,
floorplan,die_h,80,um
clock_tree,htreeDepth,1,
floorplan,row_count,21,
synthesis,synth.avg_cell_area,9.62,um2
clock_tree,cts_sinks,12,
synthesis,ys_ff,12,
clock_tree,root_buffer,"clkbuf_4",
synthesis,top_area_share,34.2,%
synthesis,synthCells,67,
synthesis,area_leaders,"dfxtp_1, xnor2_1, buf_4",
clock_tree,cts.path.max_buffers,2,
-- synthesized netlist by cell type --
library cell,number
a31oi_1,4
a221oi_1,2
mux2i_1,2
o21bai_1,2
xnor2_1,5
o31ai_1,1
dfxtp_1,11
nand2_1,4
o21ai_1,2
and4bb_1,2
nand3b_1,1
nand4_1,1
nand2b_2,1
nor2b_1,5
conb_1,2
edfxtp_1,1
a21o_1,1
o22ai_1,1
nor2_1,3
buf_6,2
o21ai_0,2
o21a_1,1
a2bb2oi_2,1
and2b_2,1
a21oi_1,2
buf_4,5
xor2_1,2
-- cells by family after synthesis --
group,after synthesis,synth area share [%]
AND-OR/OR-AND,19,20.4
XOR/XNOR,7,9.51
buffers and inverters,7,9.32
flip-flops,12,38.8
multiplexers,2,3.11
other,2,1.17
AND/OR/NAND/NOR,18,17.7
-- stage by stage --
step | instance area, um2 | utilization, % | std cells | setup TNS [ns] | worst slack (ns)
global placement | 853 | 25.0 | 132 | -0.477 | -0.189
detailed placement | 853 | 25.0 | 132 | -0.502 | -0.196
floorplan | 656 | - | 70 | 0 | 0.229
