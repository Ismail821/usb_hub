[/design/flow/config.mk]
export PLATFORM = sky130hd
export DESIGN_NAME = fifo
export DESIGN_NICKNAME = fifo
export VERILOG_FILES = /design/flow/design.v
export SDC_FILE = /design/flow/constraint.sdc
export NUM_CORES = 4
export LEC_CHECK = 1
export CORE_UTILIZATION = 40
[/design/flow/constraint.sdc]
current_design fifo

set clk_period 4.8
set clk_io_pct 0.2

create_clock -name clk0 -period $clk_period [get_ports {clk}]

set non_clock_inputs [all_inputs -no_clocks]
set_input_delay [expr $clk_period * $clk_io_pct] -clock clk0 $non_clock_inputs
set_output_delay [expr $clk_period * $clk_io_pct] -clock clk0 [all_outputs]
[/design/flow/design.v]
module fifo #(
  parameter integer FIFO_DATA_DEPTH=16,
  parameter integer FIFO_DATA_WIDTH=8
)(
  input wire clk,
  input wire rst,
  input wire [FIFO_DATA_WIDTH-1:0] w_data,
  input wire wr_en,
  input wire rd_en,
  output     flag_full,
  output     flag_empty, 
  output reg [FIFO_DATA_WIDTH-1:0] r_data
);
  reg [$clog2(FIFO_DATA_DEPTH)-1:0] wr_ptr;
  reg [$clog2(FIFO_DATA_DEPTH)-1:0] rd_ptr;
  reg [FIFO_DATA_DEPTH-1:0]      sum;
  reg [FIFO_DATA_WIDTH-1:0] storage [FIFO_DATA_DEPTH-1:0];
  assign flag_full  = &sum; 
  assign flag_empty = ~ (|sum)&&(~rst);  
  always@(posedge clk or posedge rst)begin
    if(rst)begin
      wr_ptr     <= 0;
      rd_ptr     <= 0;
      r_data     <= 0;
      sum        <= 0;
      storage[0] <= 0;
    end
    else begin
      if(wr_en && ~flag_full)begin
        storage[wr_ptr] <= w_data;
        sum[wr_ptr]     <= 1; 
        wr_ptr          <= wr_ptr+1;
      end
      if(rd_en && ~flag_empty)begin
        r_data          <= storage[rd_ptr];
        sum[rd_ptr]     <= 0;
        rd_ptr          <= (rd_ptr+1);
      end  
    end
  end
endmodule
[/design/flow/run.sh]
#!/bin/bash
# OpenROAD 26Q1-2900-gdf79404cd8, Yosys 0.63+post, stock flow scripts
make -C /OpenROAD-flow-scripts/flow DESIGN_CONFIG=/design/flow/config.mk WORK_HOME=/design/flow/orfs finish
==> results.yml <==
# flow metrics
setup_path:
  worstPathRequired_ns: 3.84
  cp_max_fo: 4
  critPathLaunchType: "input pin"
  path_class: "in -> out"
  worst-endpoint-arrival_ns: 2.47
  critPathCaptureType: "primary output"
detailed_routing:
  drt_iter0_drc: 343
  n_antenna_cell: 0
  drc: 0
  first_pass_iters: 6
  via_per_inst: 5.69
  drt-total-wl_um: 16100
  antenna_left: 0
  vias: 4264
  wire_per_inst_um: 21.4
clocking:
  holdBufCountCts: 0
  cts.path.max_buffers: 2
  cts_resized: 0
  tritoncts.num_buffers: 17
  cts_tree: "yes"
  clock_sinks: 160
  clk_latency_ns: 0.42
  clk_pin_slew_worst_paths_ns: 0.06
  cts_setup_buffers: 0
  cts_max_level: 4
  cts_root_buf: "clkbuf_16"
global_route:
  antenna_found_initial: 1
  grt_start_max_net_pins: 37
  track_usage: 0.208
  grt_pass1_vias: 4356
  grt-ovfl-total: 0
  grt_pass1_wl_um: 25100
synth:
  syn_inst: 494
  ys_sh_simple: 0.0850
  ys_sh_mux: 0.0432
  ys_sh_xor: 0.00779
  async_reset_ff_frac: 0.250
  ys_sh_aoi: 0.132
  synth_flops: 160
  edf_count: 120
  logic_family: "AND-OR/OR-AND gates"
  synth.distinct_cells: 49
  netlist_area_sq_mm: 0.00674
  syn_area_per_cell_sq_um: 13.7
  flop_cell: "edfxtp_1"
  synth_warnings: 2
  synth_seq_share: 0.683
  yosys_cells: 494
  ys_chip_area_sq_mm: 0.00674
  adder_share: 0.0186
floorplanning:
  fp.dieW_um: 132
  die_y_um: 132
  die_area_sq_mm: 0.0174
  fp_util: 0.408
  rows: 47
  ioPinCount: 22
  coreArea_sq_mm: 0.0165
final_timing:
  whs_ns: 0.481
  finalCritPeriodShare: 0.715
  worst_slew_pin_slew_ns: 0.855
  clock.fmax_mhz: 291
  finalCriticalPeriod_ns: 3.43
  maxSlewViolCount: 0
  skew_ns: 0.00522
  rsz0062_at_grt: "false"
  setup_tns_ns: 0
  relSlewSlack: 0.428
  hold_viol: 0
  setup_viol: 0
final_layout:
  drive_gt1_frac: 0.123
  final_cells: 750
  lay_top_count: "edfxtp_1"
  mostFrequentLayoutCells: "edfxtp_1 (120), nor2_1 (45), dfrtp_1 (40)"
  area_delta_synth_final_pct: 14.9
pwr:
  irDropWorstVdd_uv: 435
  p_per_area_mw_per_mm2: 633
  p_leak_nw: 2.70
place:
  globalplace.congestion: 0.890
  place_hpwl_um: 10600
  placed_cells_incl_taps: 719
  portBuffers: 21
hold_path:
  hp-class: "reg -> reg"
run:
  openroad.warnings: 33
  cap_violations: 0
outcome:
  status: "finished clean"
==> flip-flops by register name (all words and copies together), names as in the netlist <==
name / count
r_data: 8
storage: 128
sum: 16
wr_ptr: 4
rd_ptr: 4
==> cells in the mapped netlist, types with 2 or more instances <==
cell type	count	area share
a222oi_1	8	0.012
buf_2	11	0.0082
nor3_1	9	0.0067
a2111oi_0	2	0.0026
xnor2_1	5	0.0065
mux2_2	15	0.025
nand4_1	4	0.0037
a22o_1	11	0.014
dfrtp_1	40	0.15
and2_1	2	0.0019
buf_1	2	0.0011
o21ai_0	17	0.013
edfxtp_1	120	0.53
nor4_1	7	0.0065
nand2_1	31	0.017
o31ai_1	4	0.0045
a221o_1	2	0.0030
a22oi_1	19	0.021
nor2_1	45	0.025
a32oi_1	2	0.0026
nand3_1	15	0.011
a31oi_1	4	0.0037
buf_6	4	0.0067
clkbuf_1	11	0.0061
a211oi_1	2	0.0022
inv_1	14	0.0078
nor2b_1	6	0.0056
a21oi_1	34	0.025
a221oi_1	10	0.013
ha_1	10	0.019
mux2i_1	10	0.015
==> critical path, cell delays in order <==
cell and delay [ns]:
clkdlybuf4s50_1 0.52, nor4_1 0.21, nand2_1 0.14, nor3_1 0.15, clkdlybuf4s50_1 0.48
==> worst paths after layout <==
check                               start       endpoint  slack [ns]  cells past startpoint
worst max register to register  rd_ptr[0]      r_data[5]        1.84                      8
min in group asynchronous             rst      wr_ptr[3]        0.92                      2
max in group asynchronous             rst  storage[0][5]        3.20                      3
worst min register to register  r_data[4]      r_data[4]        0.48                      2
worst min-delay path            r_data[4]      r_data[4]        0.48                      2
worst max-delay path                  rst     flag_empty        1.37                      5
==> area by class of cell <==
type,instances,area (sq um)
inverter,14,52.6
clock buffer,19,433
timing repair buffer,34,308
sequential,160,4600
tap,220,275
multi-input combinational,291,1940
clock inverter,12,139
fill,1407,8780
==> stage by stage <==
stage,utilization,power [mW],area (sq um),setup slack [ns]
after floorplan,-,3.05,6740,2.31
after global placement,0.434,3.61,7180,1.37
after detailed placement,0.434,3.62,7180,1.39
after CTS,0.469,4.92,7750,1.37
after global routing,0.469,5.19,7750,1.26
final,0.469,4.91,7750,1.37
==> report_power, final <==
group	internal (mW)	switching, mW
clock network	0.766	0.526
logic	0.641	1.07
registers	1.72	0.184
==> kinds of logic (layout without fill, tap and decap cells) <==
group | count (synthesis) | in the layout
AND/OR/NAND/NOR | 125 | 125
adder cells (fa/ha/maj) | 10 | 10
flip-flops | 160 | 160
XOR/XNOR | 6 | 6
buffers and inverters | 43 | 79
multiplexers | 26 | 26
AND-OR/OR-AND | 124 | 124
==> layer usage <==
layer | global-route usage | vias up | wire length (um)
met5 | 0 | - | 0
met2 | 0.312 | 191 | 7670
met4 | 0.0304 | 0 | 249
met1 | 0.293 | 2116 | 6500
met3 | 0.108 | 13 | 1660
li1 | - | 1944 | -
Power is estimated from default activity; no workload was simulated.
