$ cat design/flow/config.mk
export PLATFORM = sky130hd
export DESIGN_NAME = piso
export DESIGN_NICKNAME = piso
export VERILOG_FILES = /design/flow/design.v
export SDC_FILE = /design/flow/constraint.sdc
export NUM_CORES = 4
export LEC_CHECK = 1
export CORE_UTILIZATION = 30
$ cat design/flow/constraint.sdc
current_design piso

set clk_period 3.0
set clk_io_pct 0.2

create_clock -name clk0 -period $clk_period [get_ports {clk}]

set non_clock_inputs [all_inputs -no_clocks]
set_input_delay [expr $clk_period * $clk_io_pct] -clock clk0 $non_clock_inputs
set_output_delay [expr $clk_period * $clk_io_pct] -clock clk0 [all_outputs]
$ cat design/flow/design.v
module piso #(
  parameter PISO_DATA_WIDTH = 8
  )(
  input wire clk,
  input wire rst,
  input wire [PISO_DATA_WIDTH-1:0] piso_data_in,
  input wire data_avail,
  input wire [3-1:0] request_serial_data_type,  
  input wire request_serial_data,
  output reg piso_data_out,
  output piso_data_val,
  output reg request_data,   
  output reg piso_data_last,    
  output reg serial_data_available
  );
reg [PISO_DATA_WIDTH-1:0] reg1=0;
reg [PISO_DATA_WIDTH-1:0] reg2=0;
reg [PISO_DATA_WIDTH-1:0] reg3=0;
reg reg1_empty;  
reg reg2_empty;
reg reg3_empty;
reg [PISO_DATA_WIDTH-1:0] count2;
reg [PISO_DATA_WIDTH-1:0] count3;
reg send_data2;  
reg send_data3;  
reg tx;
reg tx2;
reg tx3;
reg receive;
reg select=0;  
 reg [7:0] SYNC_PACKET = 8'b10000001;  
 reg [7:0] ACK_PID = 8'b11010010;  
 reg [7:0] NAK_PID = 8'b01011010;  
 reg [7:0] READ_PID = 8'b01101001;  
 reg sync, ack, nak, address, read;
 reg fifo_data;
 reg [4:0]serial_counter;
assign piso_data_val = tx;
always@(posedge clk) begin
  if(rst) begin
    reg1<=0;
    reg2<=0;
    reg3<=0;
    count2<=0;
    count3<=0;
    reg1_empty<=1;
    reg2_empty<=1;
    reg3_empty<=1;
    piso_data_out<=0;
    piso_data_last<=0;
    send_data2<=0;
    send_data3<=0;
    tx<=0;
    tx2<=0;
    tx3<=0;
    request_data<=0;
    receive<=0;
    sync<=0;
    ack<=0;
    nak<=0;
    read<=0;
    address<=0;
    fifo_data<=0;
    serial_counter<=0;
		serial_data_available <= 0;
  end
  else begin 
        if(request_serial_data && (reg2_empty || reg3_empty))begin  
            case(request_serial_data_type)
							3'h1: begin
									if(!sync)begin
										serial_counter<=0;
										sync<=1;
										if(reg2_empty==1)begin
											reg2<=SYNC_PACKET;
											send_data2<=1;
											reg2_empty<=0;
										end
										else if(reg3_empty==1)begin
											reg3<=SYNC_PACKET;
											reg3_empty<=0;
											send_data3<=1;
										end
									end
									else begin
										serial_counter<= serial_counter +1;
									end
									if(serial_counter==7)begin
										sync<=0;
										serial_counter<=0;
									end
							end
							3'h2: begin  
									if(!read)begin
										serial_counter<=0;
										read<=1;
										if(reg2_empty==1)begin
											reg2<=READ_PID;
											send_data2<=1;
											reg2_empty<=0;
										end
										else if(reg3_empty==1)begin
											reg3<=READ_PID;
											reg3_empty<=0;
											send_data3<=1;
										end
									end
									else begin
										serial_counter<= serial_counter +1;
									end
									if(serial_counter==7)begin
										read<=0;
										serial_counter<=0;
									end									
							end
							3'h3:begin
									if(!address)begin
										serial_counter<=0;
										address<=1;
										if(reg2_empty==1 && reg3_empty==1)begin
											reg2<=0;
											reg3<=0;
											reg2_empty<=0;
											reg3_empty<=0;
											send_data2<=1;
											send_data3<=1;
										end
									end
									else begin
										serial_counter<=serial_counter +1;
									end
									if(serial_counter==15)begin
										address<=0;
									end
							end
							3'h4: begin  
									fifo_data=1;
							end
							3'h5: begin
									if(!ack)begin
										serial_counter<=0;
										ack<=1;	
										if(reg2_empty==1)begin
											reg2<=ACK_PID;
											reg2_empty<=0;
											send_data2<=1;
										end
										else if(reg3_empty==1)begin
											reg3<=ACK_PID;
											reg3_empty<=0;
											send_data3<=1;
										end
									end
									else begin
										serial_counter<= serial_counter +1;
									end
									if(serial_counter==7)begin
										ack<=0;
									end
							end
							3'h6: begin
									if(!nak)begin
										nak<=1;
										serial_counter<=0;
										if(reg2_empty==1)begin
											reg2<=NAK_PID;
											reg2_empty<=0;
											send_data2<=1;
										end
										else if(reg3_empty==1)begin
											reg3<=NAK_PID;
											reg3_empty<=0;
											send_data3<=1;
										end
									end
									else begin
										serial_counter<= serial_counter +1;
									end
									if(serial_counter==7)begin
										nak<=0;
									end
							end
							default: begin
									reg1<=reg1;
									request_data<=0;
									serial_counter<=0;
									sync<=0;
									ack<=0;
									nak<=0;
							end
            endcase
        end
        else begin  
          sync<=0;
          ack<=0;
          nak<=0;
          fifo_data<=0;
        end
        serial_data_available<=~reg1_empty;
        request_data<= (reg1_empty && data_avail && ~request_data)&&~rst;
          if(piso_data_in!=reg1 && reg1_empty==1 && request_data)begin  
              reg1<=piso_data_in;
              reg1_empty<=0;
          end 
          else begin
              reg1<=reg1;
              receive=0;
          end
				if(fifo_data)begin
						if(reg2_empty==1 && reg1_empty==0)begin  
								reg2<=reg1;    
								reg2_empty<=0;
								reg1_empty<=1;
								send_data2<=1;       
						end
						else if(reg3_empty==1 && reg1_empty==0)begin
								reg3<=reg1;
								reg3_empty<=0;
								reg1_empty<=1;
								send_data3<=1;
						end
        end
        if (send_data2 && !select)begin
            tx<=1;
            tx2<=1;
            reg2<= {1'b0,reg2[PISO_DATA_WIDTH-1:1]};  
            piso_data_out<= reg2[0];  
            count2<= count2+1;
            if(count2==PISO_DATA_WIDTH-1)begin
                piso_data_last<=1;
            end
            else begin
                piso_data_last<=0;
            end
        end
        else if (send_data3 && select)begin
            tx<=1;
            reg3<= {1'b0,reg3[PISO_DATA_WIDTH-1:1]};  
            piso_data_out<= reg3[0];  
            count3<= count3+1;
            if(count3==PISO_DATA_WIDTH-1)begin
                piso_data_last<=1;
            end
            else begin
                piso_data_last<=0;
            end
        end
        else begin
            piso_data_out<=0;
            tx<=0;
        end
        if(count2==PISO_DATA_WIDTH)begin
            send_data2<=0;
            tx2<=0;
            count2<=0;
            reg2_empty<=1;
            piso_data_last<=0;
        end
        if(count3==PISO_DATA_WIDTH)begin
            send_data3<=0;
            tx3<=0;
            count3<=0;
            reg3_empty<=1;
            piso_data_last<=0;
        end
    end  
 end
 always @(*)begin
    if(rst)begin
        select=0;
    end
    else begin
        if(count2==PISO_DATA_WIDTH)begin
            select=1;
        end
        else if(count3==PISO_DATA_WIDTH)begin
            select=0;
        end
        else if(reg2_empty==0 && reg3_empty==1)begin
        		select=0;
        end
        else if(reg2_empty==1 && reg3_empty==0)begin
        		select=1;
        end
    end
 end   
 endmodule
$ cat design/flow/run.sh
#!/bin/bash
# OpenROAD 26Q1-2900-gdf79404cd8, Yosys 0.63+post, stock flow scripts
make -C /OpenROAD-flow-scripts/flow DESIGN_CONFIG=/design/flow/config.mk WORK_HOME=/design/flow/orfs finish
==> ci_impl_report.md <==
## PnR job results

| Metric | Value |
|---|---|
| FFs w/ async S/R, synth | 0% |
| PostCTS Resize Cnt | 0 |
| Critical path arrival | 2.79 ns |
| Via count | 3614 |
| Width of the die | 115.8 um |
| Core ar. | 12620 um2 |
| Switching power | between 0.5 and 0.6 mW |
| Gr ovfl total | 0 |
| Comb area leader | simple AND/OR/NAND/NOR gates |
| F_max | 389.3 MHz |
| Status | completed |
| Power share of the sequential group | 37.5% |
| Compound Share, Synth | 22.18% |
| Yosys stat chip area | 3887 um2 |
| P_leak | 1.644 nW |
| Total track usage | 16.90% |
| Setup repair bufs after CTS | 0 |
| Die Ht | 115.8 um |
| Tcrit/Tclk final | a little under nine tenths |
| Clk buf depth | 2 |
| Worst Path Max Fanout | 8 |
| Post-Syn Area per Cell | 8.360 um2 |
| Crit-path cells | inv_1, ha_1, nor3b_1, o21ai_1, nor2_1, o31ai_1, a22o_1 |
| Yosys reg bits | between 60 and 70 |
| Critical path class | reg -> reg |
| Post-Syn Instances | 465 |
| Total power | between 2 and 2.5 mW |
| HPWL Detailed | between 7000 and 8000 um |
| Initial antenna violation count | 0 |
| Die ar. | 13420 um2 |
| Drt total wl | 10630 um |
| GP Congestion | 1.029 |
| Endpoints left unconstrained | 1 |
| Sw frac | around a quarter |
| Largest net degree at the start of global routing | 31 |
| XOR-XNOR Cells, Area Fraction | 4.731% |
| Crit. End Element | flop |
| Root buffer cell | clkbuf_16 |
| H-tree depth | 3 |
| TritonCTS clock tree | yes |
| Vias in the first global route | between 3k and 4k |
| Post-synth EDFFs | 0 |
| Area Growth Syn to Fin | 16.70% |
| Setup slack, reg-to-reg | ~0.43 ns |
| Area share, top type | 31.41% |
| Distinct lib cells | 77 |
| Relative slew slack | 44.18% |
| Post-synthesis mux area share | 3.412% |
| Setup TNS | 0 ns |
| Final Hold Viols | 0 |
| First-pass GRT wire length | 17530 um |
| Min Tclk post-route | around 2.6 ns |
| Vias per inst | 5.435 |
| Antenna cell count | 0 |
| Ratio of cells with drive above 1 in the final layout | roughly an eighth |
| DRC Markers | 0 |
| Commonest cells in the netlist | 61 x dfxtp_1, 53 x nor2_1, 42 x nand2_1 |
| Worst Hold Class | reg -> reg |
| IO Count | 20 |
| CP Launch Type | flop |
| Leading area contributor after synthesis | dfxtp_1 |
| Power Density | 508.0 nW/um2 |
| Clk_skew | 0.006058 ns |
| Register pins left without a clock | 1 |
| Drt first pass iters | 5 |
| Ys Warns | 1 |
| CTS clk-pin slew, worst paths | approximately 0.050 ns |
| Slowest CP cell | dfxtp_1 |
| Post-Syn Area | 3887 um2 |
| Crit-path max cell delay | about 0.56 ns |
| Max rail drop VDD | between 0.0002 and 0.0003 V |
| Cells in synth_stat.txt | around 470 |
| Synth top cell by count | dfxtp_1 |
| Gate power share | 13.3% |
| RSZ-0062 raised after global routing | false |
| Post-DR wirelength/cell | 15.99 um |
| Iteration-0 DRC Markers | about 360 |
| Cell row count | 41 |
| CTS Buf Count | 9 |
| Final setup vio count | 0 |
| Simple-Gate Area Share | 26.75% |
| Max Cap Viol | 0 |
| Yosys adder share | around 3.9% |
| Fillers | ~1.3k |
| Clk latency of the worst-skew pair | 0.34 ns |
| Worst EP required | 3.22 ns |
| Tool Warnings | 31 |
| Clock Power Share | between 40% and 50% |
| Synth Flop Type | dfxtp_1 |
| Port Buf Inserts | 19 |
| Remaining antenna violation count | 0 |
| Least-Margin Pin Slew | 0.8356 ns |
| Int Pwr | 1.712 mW |
| Initial Util | 30.81% |
| Hold buffer count at cts | 0 |
| Slew Viols, Final | 0 |
| Top cells, area | dfxtp_1 31%, nor2_1 5.1%, a21oi_1 4.8%, nand2_1 4.1%, ha_1 3.9% |
-- path summary, 6_finish.rpt --
kind	start	to	cells after the start
setup / recovery	reg3_empty	reg3[3]	7
hold / removal	serial_counter[1]	serial_counter[1]	2
setup reg to reg	reg3_empty	reg3[3]	7
hold reg to reg	serial_counter[1]	serial_counter[1]	2
-- layout make-up --
type	count	area, um2	share of cell area (%)
Clock buffer	11	242.7	5.350
Clock inverter	5	81.33	1.793
Inverter	12	45.04	0.9928
Multi-Input combinational cell	363	2369	52.21
Sequential cell	62	1236	27.25
Tap cell	172	215.2	4.744
Timing Repair Buffer	40	347.8	7.667
-- cell families (layout without fill, tap and decap cells) --
| group | Yosys count | count (layout) |
|---|---|---|
| AND/OR/NAND/NOR | 193 | 193 |
| buffers and inverters | 40 | 68 |
| AND-OR/OR-AND | 124 | 124 |
| latches | 1 | 1 |
| adder cells (fa/ha/maj) | 12 | 12 |
| flip-flops | 61 | 61 |
| XOR/XNOR | 21 | 21 |
| multiplexers | 13 | 13 |
-- placed cells by master, fill, tap and decap left out, types with 8 or more instances in the layout --
cell              n
nor2_1           53
nand2_1          42
inv_1            11
mux2i_1          11
buf_4            21
nand2b_1          8
o31ai_1           8
dfxtp_1          61
ha_1             12
clkdlybuf4s50_1  19
a211oi_1          8
nand3_1          12
xor2_1           17
nor3_1           17
clkbuf_16         9
a21oi_1          37
o21ai_0          18
-- power groups by stage --
stage | clock network, mW | logic, mW | registers (mW)
after CTS | 1.15 | 0.302 | 0.863
after global routing | 1.18 | 0.333 | 0.866
final | 1.13 | 0.308 | 0.863
-- routing by layer --
| metal | part of all wire, % | wire length (um) | vias up | GRT usage, % |
|---|---|---|---|---|
| met5 | 0 | 0 | - | 0 |
| met4 | 4.3 | 452 | 0 | 7.009 |
| met3 | 5.2 | 557 | 37 | 3.143 |
| met2 | 45 | 4801 | 132 | 26.03 |
| met1 | 45 | 4821 | 1695 | 23.61 |
| li1 | - | - | 1750 | - |
-- registers in the layout, indices dropped and copies added, names as in the netlist --
signal                 flops
reg1                       8
serial_data_available      1
reg2_empty                 1
request_data               1
select                     1
piso_data_out              1
reg1_empty                 1
sync                       1
reg3                       8
address                    1
reg2                       8
send_data3                 1
fifo_data                  1
ack                        1
send_data2                 1
serial_counter             5
tx                         1
count2                     8
nak                        1
read                       1
piso_data_last             1
reg3_empty                 1
count3                     8
-- worst max-delay path, delay by kind of cell (launching register included) --
| kind | cells | cell delay, ns |
|---|---|---|
| simple gates | 2 | 0.82 |
| fa+ha+maj | 1 | 0.28 |
| compound gates | 3 | 0.62 |
| buf+inv | 1 | 0.17 |
| flops | 1 | 0.56 |
-- through the flow --
stage / setup slack [ns] / utilization, % / hold WS (ns) / instance area, um2 / cells
5_1_grt: 0.2177 / 35.95 / 0.4925 / 4537 / 665
3_3_place_gp: 0.1541 / 33.38 / 0.4575 / 4213 / 649
3_5_place_dp: 0.1484 / 33.38 / 0.4598 / 4213 / 649
6_report: 0.4313 / 35.95 / 0.4680 / 4537 / 665
2_1_floorplan: 0.7635 / - / 0.4225 / 3887 / 465
4_1_cts: 0.4812 / 35.95 / 0.4719 / 4537 / 665
Power is estimated from default activity; no workload was simulated.
